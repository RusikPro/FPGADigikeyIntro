==> design/flow/design.v <==
module button_debounce #(
    parameter integer CLK_HZ        = 12_000_000,  
    parameter integer DEBOUNCE_MS   = 20
) (
    input wire  clk,
    input wire  noisy,
    output reg  clean
);
    localparam integer CTR_MAX = (CLK_HZ / 1000) * DEBOUNCE_MS;
    reg [17:0] counter = 0;
    reg prev = 0;
    always @ (posedge clk) begin
        if (noisy != prev) begin
            prev <= noisy;
            counter <= 0;
        end else if (counter < CTR_MAX) begin
            counter <= counter + 1;
        end else begin
            clean <= prev;
        end
    end
endmodule
module fsm_mealy (
    input               clk,
    input               rst_btn,
    input               go_btn,
    output  reg [3:0]   led,
    output  reg         done_sig,
);
    localparam STATE_IDLE       = 2'd0;
    localparam STATE_COUNTING   = 2'd1;
    localparam MAX_CLK_COUNT    = 24'd1500000 - 1;
    localparam MAX_LED_COUNT    = 4'hF;
    wire rst;
    wire go;
    reg         div_clk;
    reg [1:0]   state = STATE_IDLE;
    reg [23:0]  clk_count;
    reg         div_clk_prev;
    wire        div_clk_posedge;
    assign rst_raw  = ~rst_btn;
    assign go_raw   = ~go_btn;
    wire debounced_go;
    wire debounced_rst;
    button_debounce #(
        .CLK_HZ(12_000_000),
        .DEBOUNCE_MS(20)
    ) db_go (
        .clk(clk),
        .noisy(go_raw),
        .clean(debounced_go)
    );
    button_debounce #(
        .CLK_HZ(12_000_000),
        .DEBOUNCE_MS(20)
    ) db_rst (
        .clk(clk),
        .noisy(rst_raw),
        .clean(debounced_rst)
    );
    reg last_go = 1'b0;
    reg last_rst = 1'b0;
    wire rst = debounced_rst & ~last_rst;
    wire go = debounced_go & ~last_go;
    always @ (posedge clk) begin
        last_go <= debounced_go;
        last_rst <= debounced_rst;
    end
    always @ (posedge clk or posedge rst) begin
        if (rst == 1'b1) begin
            clk_count <= 24'b0;
        end else if (clk_count == MAX_CLK_COUNT) begin
            clk_count <= 24'b0;
            div_clk <= ~div_clk;
        end else begin
            clk_count <= clk_count + 1;
        end
    end
    always @ (posedge clk or posedge rst) begin
        if (rst == 1'b1) begin
            div_clk_prev <= 1'b0;
        end else begin
            div_clk_prev <= div_clk;
        end
    end
    assign div_clk_posedge = (div_clk == 1'b1) && (div_clk_prev == 1'b0);
    always @ (posedge clk or posedge rst) begin
        if (rst == 1'b1) begin
            state <= STATE_IDLE;
        end else begin
            if (go == 1'b1 && state == STATE_IDLE) begin
                state <= STATE_COUNTING;
            end
            if (div_clk_posedge) begin
                case (state)
                    STATE_IDLE: begin
                        done_sig <= 1'b0;
                    end
                    STATE_COUNTING: begin
                        if (led == MAX_LED_COUNT) begin
                            done_sig <= 1'b1;
                            state <= STATE_IDLE;
                        end
                    end
                    default: state <= STATE_IDLE;
                endcase
            end
        end
    end
    always @ (posedge clk or posedge rst) begin
        if (rst == 1'b1) begin
            led <= 4'd0;
        end else begin
            if (div_clk_posedge) begin
                if (state == STATE_COUNTING) begin
                    led <= led + 1;
                end else begin
                    led <= 4'd0;
                end
            end
        end
    end
endmodule
==> design/flow/run.sh <==
#!/bin/bash
# OpenROAD 26Q1-2900-gdf79404cd8, Yosys 0.63+post, stock flow scripts
make -C /OpenROAD-flow-scripts/flow DESIGN_CONFIG=/design/flow/config.mk WORK_HOME=/design/flow/orfs finish
==> design/flow/config.mk <==
export PLATFORM = sky130hd
export DESIGN_NAME = fsm_mealy
export DESIGN_NICKNAME = fsm_mealy
export VERILOG_FILES = /design/flow/design.v
export SDC_FILE = /design/flow/constraint.sdc
export NUM_CORES = 4
export LEC_CHECK = 1
export CORE_UTILIZATION = 30
==> design/flow/constraint.sdc <==
current_design fsm_mealy

set clk_period 3.0
set clk_io_pct 0.2

create_clock -name clk0 -period $clk_period [get_ports {clk}]

set non_clock_inputs [all_inputs -no_clocks]
set_input_delay [expr $clk_period * $clk_io_pct] -clock clk0 $non_clock_inputs
set_output_delay [expr $clk_period * $clk_io_pct] -clock clk0 [all_outputs]
==> ds_physical_params.txt <==
Physical implementation characteristics

Parameter                              Value

Worst setup path
  Gate family responsible for the most delay along the worst path    AND-OR/OR-AND gates
  Slowest stage cell, crit path    sky130_fd_sc_hd__a211oi_2
  Critical path capture point type    register
  Crit-path cells    a211o_1, a211oi_2, buf_4, nor2_4, or4_1, a21oi_1
  Worst reg2reg path endpoint    db_go.counter[10]
  Setup CP Type    reg -> reg
  Total stage count of the critical path    6
  Slack of the worst reg-to-reg path    0.85 ns
  Buffer-and-inverter tally for the worst setup path    1
  R2R Path Start    db_go.counter[8]
  Count of cells along the worst register-to-register path    6
  Worst path required time    3.25 ns
  Arrival time of data at the critical path endpoint    2.40 ns
  Highest cell delay on the worst timing path    0.50 ns
  Largest fanout on the critical path    8
  Startpoint type of the worst setup path    register

Clocking
  Num Clock Sinks    75
  Inserted Clock Buffers    9
  Cts repair resizes    0
  Post-CTS Repair Setup Buffers    0
  H-tree depth reported by CTS    3
  Clk latency late pin    0.33 ns
  TritonCTS clock tree    built
  Worst-path clk slew    0.06 ns
  CTS hold repair buffers    0
  Clock Path Buffers    2
  Clock root buffer master    sky130_fd_sc_hd__clkbuf_16

Job
  Number of OpenROAD warnings    25
  Number of maximum-capacitance violations    0

Logic synthesis
  Yosys stat cell total    349
  Syn Inst Count    349
  Post-synthesis register bit count    75
  Distinct cells, synth    41
  Post-synth seq share    50.7%
  Count of yosys warnings during synthesis    4
  Synthesized chip area reported by yosys    3390 um2
  Combined area of all synthesized cells    3390 um2
  Synth Area per Inst    9.70 um2

Timing
  Total negative setup slack    0 ns
  Clock Skew    0.00609 ns
  Setup-violating endpoint count in the final report    0
  Hold Fails Final Rpt    0
  Hold Worst Slack    0.241 ns
  Pins over their slew limit    0
  Final critical path time including I/O delays and setup    2.15 ns
  Slew @ Worst Pin    0.968 ns
  Post-layout period usage    71.6%
  Max-Slew Margin vs Limit    35.3%
  FMAX    465 MHz
  Setup repair after global routing missed its margin    no

Pwr
  Maximum ir drop on the vdd rail    0.374 mV
  Post-layout power    0.00218 W
  Power density cells    554 nW/um2
  Static Leakage    1.53 nW

Final layout
  Final core utilization    35.9%
  Synthesis-to-finish area growth    16.0%
  Cell area after layout    3930 um2
  Fraction of layout instances using a drive strength above 1    7.88%

Route
  Number of search-and-repair iterations in the first detailed-routing pass    4
  Total detailed-routing wirelength    5780 um
  Number of vias per cell after detailed routing    4.86
  Routed vias    2,469
  Total antenna diodes in the routed design    0
  Post-route DRC violation count    0
  DR iter-0 viols    178
  WL per Instance    11.4 um
  Tally of nets with antenna violations remaining after routing    0

Floorplan
  Die Size    11,700 um2
  FP Rows    38
  Area inside the core boundary    10,900 um2
  Die outline height    108 um
  Die width    108 um
  I/O pin count    8
  Initial Utilization    31.0%

GRT
  Maximum number of pins on one net before global-route repair    25
  Overflow after GRT    0
  Wire length of the first global-routing pass    10,100 um
  Via count of the first global-routing pass    2,287
  Total global-route track usage    10.7%
  Number of antenna violations at the first check in global routing    0

Placed design
  Instance area after placement    3630 um2
  Final weighted congestion of routability-driven global placement    0.796
  Number of port buffers    7
  Half-perimeter wire length after placement    3810 um

Status
  Run status    finished, final reports clean

Min path
  Path category of the worst min-delay check    reg -> async
[cell families (layout without fill, tap and decap cells)]
family          after synthesis  in the layout  synth area share [%]
simple gates                146            146                  21.8
buf+inv                      20             39                  2.51
compound gates               55             55                  10.6
flops                        75             75                  50.7
xor+xnor                     45             45                  11.6
fa+ha+maj                     4              4                  1.48
mux                           4              4                  1.26
[how the worst max path moves through the flow]
| stage | startpoint | to |
|---|---|---|
| after global routing | db_go.counter[8] | db_go.counter[10] |
| final | db_go.counter[8] | db_go.counter[10] |
| after CTS | db_go.counter[8] | db_go.counter[10] |
[worst reg2reg max path, cell delays in order (launching register included)]
cell and delay (ns):
sky130_fd_sc_hd__dfxtp_1 0.34, sky130_fd_sc_hd__a211o_1 0.31, sky130_fd_sc_hd__a211oi_2 0.50, sky130_fd_sc_hd__buf_4 0.23, sky130_fd_sc_hd__nor2_4 0.05, sky130_fd_sc_hd__or4_1 0.50, sky130_fd_sc_hd__a21oi_1 0.15
[registers in the layout (all words and copies together) (netlist names)]
| signal | cells |
|---|---|
| db_rst.clean | 1 |
| db_rst.prev | 1 |
| last_go | 1 |
| div_clk | 1 |
| last_rst | 1 |
| db_go.clean | 1 |
| div_clk_prev | 1 |
| clk_count | 24 |
| state | 2 |
| done_sig | 1 |
| db_rst.counter | 18 |
| db_go.prev | 1 |
| db_go.counter | 18 |
| led | 4 |
[cells in the mapped netlist (all sizes together)]
master | number | area share (%)
buf | 4 | 0.74
nor4 | 4 | 0.74
inv | 10 | 1.1
or4 | 3 | 0.67
o21bai | 3 | 0.67
nor4bb | 2 | 0.59
edfxtp | 6 | 5.3
and2 | 6 | 1.1
nor3 | 4 | 0.59
mux2i | 2 | 0.59
a21oi | 8 | 1.2
nor2 | 52 | 6.0
o2111ai | 4 | 1.0
o31ai | 3 | 0.67
nor2b | 1 | 0.18
xor2 | 31 | 8.0
o211ai | 6 | 1.3
dfrtp | 31 | 23
and4 | 3 | 0.78
or3 | 3 | 0.55
a31oi | 5 | 0.92
o21ai | 20 | 3.1
o41ai | 1 | 0.26
ha | 4 | 1.5
nand2 | 18 | 2.0
a22o | 1 | 0.26
xnor2 | 14 | 3.6
nand3b | 1 | 0.22
clkbuf | 6 | 0.67
dfxtp | 38 | 22
nand2b | 6 | 1.1
and3 | 9 | 1.7
mux2 | 2 | 0.67
a211oi | 2 | 0.74
nand4 | 15 | 2.8
a211o | 2 | 0.52
nand3 | 19 | 2.8
[through the flow]
step                setup slack [ns]  std cells
finish                         0.852        508
global route                   0.750        508
CTS                            0.838        508
detailed placement             0.702        492
global placement               0.723        492
floorplan                       1.09        349
[routing by layer]
layer / vias to the layer above / GRT usage (%) / part of all wire [%]
li1: 1265 / - / -
met1: 1162 / 16.4 / 51
met2: 31 / 16.4 / 44
met3: 11 / 1.72 / 2.5
met4: 0 / 2.15 / 2.3
met5: - / 0 / 0
[cell usage in the layout, fill, tap and decap left out, drive strengths merged, types with 5 or more instances in the layout]
master          n
nor2           52
dfxtp          38
xor2           31
dfrtp          31
o21ai          20
nand3          19
nand2          18
nand4          15
xnor2          14
inv            10
and3            9
clkbuf          9
a21oi           8
clkdlybuf4s50   7
nand2b          6
and2            6
o211ai          6
edfxtp          6
buf             6
a31oi           5
[where the power goes]
group	leakage (nW)	switching, W	internal [W]	total (W)
combinational	0.628	0.0000467	0.0000280	0.0000746
sequential	0.757	0.0000193	0.00104	0.00106
clock	0.141	0.000404	0.000640	0.00104
total	1.53	0.000470	0.00171	0.00218
[cell type report]
cell class | count | area, um2
Clock buffer | 9 | 225
Clock inverter | 7 | 68.8
Fill cell | 1072 | 7010
Inverter | 10 | 37.5
Multi-Input combinational cell | 254 | 1590
Sequential cell | 75 | 1720
Tap cell | 140 | 175
Timing Repair Buffer | 13 | 115
Power figures rest on the tool's default switching activity, not on a simulated workload.
