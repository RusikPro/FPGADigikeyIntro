$ cat flow/design.v
module button_debounce #(
    parameter integer CLK_HZ        = 12_000_000,  
    parameter integer DEBOUNCE_MS   = 20
) (
    input wire  clk,
    input wire  noisy,
    output reg  clean
);
    localparam integer CTR_MAX = (CLK_HZ / 1000) * DEBOUNCE_MS;
    reg [17:0] counter = 0;
    reg prev = 0;
    always @ (posedge clk) begin
        if (noisy != prev) begin
            prev <= noisy;
            counter <= 0;
        end else if (counter < CTR_MAX) begin
            counter <= counter + 1;
        end else begin
            clean <= prev;
        end
    end
endmodule
module clock_divider # (
    parameter                   COUNT_WIDTH = 24,
    parameter   [COUNT_WIDTH:0] MAX_COUNT   = 6000000 - 1
) (
    input       clk,
    input       rst,
    output  reg out
);
    reg [COUNT_WIDTH:0] count;
    reg toggle = 1'b0;
    always @ (posedge clk or posedge rst) begin
        if (rst == 1'b1) begin
            count <= 0;
            toggle <= 1'b0;
            out <= 0;
        end else if (count == MAX_COUNT) begin
            count <= 0;
            toggle <= ~toggle;
            out <= toggle;
        end else begin
            count <= count + 1;
            out <= 1'b0;
        end
    end
endmodule
module counter # (
    parameter                   COUNT_WIDTH = 24,
    parameter   [COUNT_WIDTH:0] MAX_COUNT   = 6000000 - 1,
    parameter                   UP          = 1
) (
    input wire          clk,
    input wire          div_clk,
    input wire          rst,
    input wire          go_sig,
    output reg [3:0]    out,
    output reg          done_sig
);
    localparam STATE_IDLE           = 2'd0;
    localparam STATE_COUNTING       = 2'd1;
    reg [1:0]   state = STATE_IDLE;
    always @ (posedge clk or posedge rst) begin
        if (rst == 1'b1) begin
            state <= STATE_IDLE;
        end else begin
            if (go_sig == 1'b1 && state == STATE_IDLE) begin
                state <= STATE_COUNTING;
            end
            if (div_clk) begin
                case (state)
                STATE_IDLE: begin
                    done_sig <= 1'b0;
                end
                STATE_COUNTING: begin
                    if (UP == 1'b1 && out == 4'hF) begin
                        done_sig <= 1'b1;
                        state <= STATE_IDLE;
                    end
                    else if (UP == 1'b0 && out == 0) begin
                        done_sig <= 1'b1;
                        state <= STATE_IDLE;
                    end
                end
                default: state <= STATE_IDLE;
                endcase
            end
        end
    end
    always @ (posedge clk or posedge rst) begin
        if (rst == 1'b1) begin
            out <= 4'd0;
        end else begin
            if (div_clk) begin
                case (state)
                STATE_IDLE: begin
                    if (UP == 1'b1) begin
                        out <= 4'd0;
                    end else begin
                        out <= 4'hF;
                    end
                end
                STATE_COUNTING: begin
                    if (UP == 1'b1) begin
                        if (out != 4'hF) out <= out + 1;
                    end else begin
                        if (out != 4'h0) out <= out - 1;
                    end
                end
                default: out <= out;
                endcase
            end
        end
    end
endmodule
module main (
    input               clk,
    input               rst_btn,
    input               go_btn,
    output reg [3:0]    led
);
    wire        rst;
    wire        go;
    wire        up_done;
    wire        down_done;
    wire [3:0]  up_out;
    wire [3:0]  down_out;
    reg         counting_up = 1'b1;
    assign rst = ~rst_btn;
    assign go = ~go_btn;
    wire divided_clk;
    clock_divider # (
        .COUNT_WIDTH(24),
        .MAX_COUNT(1500000 - 1)
    ) div (
        .clk(clk),
        .rst(rst),
        .out(divided_clk)
    );
    wire go_pulse;
    button_debounce go_db (
        .clk(clk),
        .noisy(go),
        .clean(go_pulse)
    );
    always @ (posedge divided_clk or posedge rst) begin
        if (rst == 1'b1) begin
            counting_up <= 1'b1;
        end else begin
            if (up_done == 1'b1) begin
                counting_up <= 1'b0;
            end else if (down_done == 1'b1) begin
                counting_up <= 1'b1;
            end
        end
    end
    always @ ( * ) begin
        if (counting_up == 1'b1) begin
            led = up_out;
        end else begin
            led = down_out;
        end
    end
    wire done_sig;
    counter cnt_up (
        .clk(clk),
        .div_clk(divided_clk),
        .rst(rst),
        .go_sig(go_pulse | down_done),
        .out(up_out),
        .done_sig(up_done)
    );
    counter # (
        .COUNT_WIDTH(24),
        .MAX_COUNT(6000000 - 1),
        .UP(0)
    ) cnt_down (
        .clk(clk),
        .div_clk(divided_clk),
        .rst(rst),
        .go_sig(up_done),
        .out(down_out),
        .done_sig(down_done)
    );
endmodule
$ cat flow/run.sh
#!/bin/bash
# OpenROAD 26Q1-2900-gdf79404cd8, Yosys 0.63+post, stock flow scripts
make -C /OpenROAD-flow-scripts/flow DESIGN_CONFIG=/design/flow/config.mk WORK_HOME=/design/flow/orfs finish
$ cat flow/config.mk
export PLATFORM = sky130hd
export DESIGN_NAME = main
export DESIGN_NICKNAME = main
export VERILOG_FILES = /design/flow/design.v
export SDC_FILE = /design/flow/constraint.sdc
export NUM_CORES = 4
export LEC_CHECK = 1
export CORE_UTILIZATION = 30
$ cat flow/constraint.sdc
current_design main

set clk_period 5.3
set clk_io_pct 0.2

create_clock -name clk0 -period $clk_period [get_ports {clk}]

set non_clock_inputs [all_inputs -no_clocks]
set_input_delay [expr $clk_period * $clk_io_pct] -clock clk0 $non_clock_inputs
set_output_delay [expr $clk_period * $clk_io_pct] -clock clk0 [all_outputs]
==> out/metrics.cfg <==
[detailed_routing]
vias=2459
postRouteAntennaNets=0
drc=0
drt_first_iter_violations=113
wl_microns=6141
first_pass_iters=4
diodes=0
wl_per_cell_microns=12.71
via_per_inst=5.091

[finish]
mi_logic_area_sq_um=1643
drive_above_1_share_pct=10.37
fin_util_pct=35.16
stdcell_count=483
ff_latch_area_sq_um=1483
area_growth_syn_to_layout_pct=13.12
fin_area_sq_um=3646
n_fill_cell=1031

[place]
gp_congestion=0.7939
place_area_sq_um=3418
portBuffers=6
hpwlAfterDp_microns=3978
dpl.cell_count=467

[timing]
rsz0062_at_grt=no
relSlewSlack_pct=47.21
unclocked_regs=1
setup_viol=0
tightest_slew_ns=0.7918
slew_violations=0
untimed_endpoints=1
final.min_clock_period_ns=2.550
hold_viol_final=0
finalSetupTns_ns=0
max_freq_mhz=392.1
clock_skew_ns=0.01129
period_used_pct=48.12

[yosys]
ys_warn_count=5
dominantRegCellSynth=dfrtp_1
synth_cells=333
edf_count=4
syn-mean-instance-area_sq_um=9.679
syn_area_sq_um=3223
yosys_cells=333
postSynth.asyncResetShare_pct=64.52
synth_chip_area_sq_um=3223
synthDistinctLibCells=51
ys_seq_share_pct=46.00
ys_ff=62

[die]
die_area_sq_um=11160
die_h_microns=105.7
fp_util_pct=31.08
rows=37
core_area_sq_um=10370
die_w_microns=105.7
ioPinCount=7

[clock_tree]
cts_buffers=9
clk_pin_slew_worst_paths_ns=0.08
htree_levels=3
ctsResizeCount=0
cts_buffer_depth=2
clk_latency_ns=0.35
cts_tree=yes
post_cts_buffers=0
cts-root-buf=clkbuf_8
cts_hold_buf=0

[setup_path]
cp-startpoint=cnt_up.out[3]$_DFFE_PN0P_
cp_slowest_cell=dfrtp_1
crit_path_end_kind=output port
cp.required_ns=4.24
critPathKind=reg -> out
r2r_end=go_db.counter[16]$_SDFFE_PP0N_
reg2reg_depth=5
cp_cell_sequence=mux2_2 -> clkdlybuf4s50_1
cp_data_arrival_time_ns=1.49
crit_path_start_kind=register
reg2reg_from=go_db.counter[0]$_SDFFE_PP0N_
cpPeakStageDelay_ns=0.46
reg2reg_slack_ns=3.27
endpoint=led[3]
crit_fanout=7

[flow_run]
tool_warnings=25
drv_cap=0

[power_and_ir_drop]
p_int_mw=0.7578
p_clk_share_pct=47.6
netSwitchingPower_mw=0.2460
pwr-share-seq_pct=48.4
power.total_mw=1.004
ir_drop_uv=138.5
p_comb_share_pct=4.0
power.density_nw_per_um2=275.3
leakage_nw=1.450
switching_share_pct=24.51

[hold_path]
hold_path.class=reg -> reg

[global_routing]
grt_pass1_wl_microns=10700
grt_pass1_vias=2278
grt_overflow=0
grt_max_degree=43
antenna_found_initial=0
track_usage_pct=11.88

[status]
outcome=complete, no violations

## area by class of cell
| cell class | instances | area share, % |
|---|---|---|
| clock buffer | 9 | 3.397 |
| clock inverter | 7 | 2.848 |
| inverter | 12 | 1.235 |
| multi-input combinational | 248 | 45.06 |
| sequential | 62 | 40.67 |
| tap | 136 | 4.667 |
| timing repair buffer | 9 | 2.128 |
## sequential cells by signal, summed over array words and instances (netlist names)
signal	count
cnt_down.done_sig	1
div.toggle	1
div.count	25
cnt_up.done_sig	1
cnt_down.state	2
cnt_up.state	2
go_db.counter	18
counting_up	1
cnt_up.out	4
div.out	1
cnt_down.out	4
go_db.prev	1
go_db.clean	1
## critical path, delay by kind of cell, from the launching register on
kind	cells	cell delay [ns]
flops	1	0.46
buf+inv	1	0.40
mux	1	0.29
## cell usage in the layout, fill, tap and decap left out, types with 3 or more instances in the layout
master	netlist	routed
a2111o_1	4	4
a21oi_1	20	20
a22o_1	6	6
a31o_2	3	3
and2_1	3	3
and3_1	5	5
and4_1	7	7
buf_4	0	3
clkbuf_8	0	9
clkdlybuf4s50_1	0	5
dfrtp_1	39	39
dfxtp_1	18	18
edfxtp_1	4	4
ha_1	4	4
inv_1	12	12
inv_6	0	4
mux2_2	3	3
mux2i_1	5	5
nand2_1	28	28
nand2b_1	6	6
nand3_1	25	25
nand4_1	16	16
nor2_1	23	23
nor2b_1	8	8
nor3_1	7	7
nor4_1	4	4
nor4b_1	3	3
o21ai_0	18	18
o31ai_1	3	3
xnor2_1	11	11
xor2_1	10	10
## synthesized netlist by cell type, types with 2 or more instances
| cell | n | area [sq um] |
|---|---|---|
| dfxtp_1 | 18 | 360.4 |
| ha_1 | 4 | 50.05 |
| nand2_1 | 28 | 105.1 |
| inv_1 | 12 | 45.04 |
| and3_1 | 5 | 31.28 |
| buf_2 | 3 | 15.01 |
| nor4bb_1 | 2 | 20.02 |
| and4_1 | 7 | 61.31 |
| dfrtp_1 | 39 | 975.9 |
| mux2i_1 | 5 | 50.05 |
| nor4b_1 | 3 | 26.28 |
| nor4_1 | 4 | 25.02 |
| o2bb2ai_1 | 2 | 17.52 |
| nand4_1 | 16 | 100.1 |
| o21ai_0 | 18 | 90.09 |
| nand3_1 | 25 | 125.1 |
| clkbuf_1 | 7 | 26.28 |
| a311oi_1 | 2 | 17.52 |
| a2111oi_4 | 2 | 55.05 |
| nand2b_1 | 6 | 37.54 |
| a21oi_1 | 20 | 100.1 |
| and2_1 | 3 | 18.77 |
| edfxtp_1 | 4 | 120.1 |
| a22o_1 | 6 | 52.55 |
| o211ai_1 | 2 | 15.01 |
| xnor2_1 | 11 | 96.34 |
| xor2_1 | 10 | 87.58 |
| a2111o_1 | 4 | 45.04 |
| mux2_2 | 3 | 33.78 |
| or3_1 | 2 | 12.51 |
| o31ai_1 | 3 | 22.52 |
| nor2_1 | 23 | 86.33 |
| a31o_2 | 3 | 26.28 |
| nor3_1 | 7 | 35.03 |
| nor2b_1 | 8 | 50.05 |
## power by group through the flow
| stage | registers, mW | clock network (mW) | logic, mW |
|---|---|---|---|
| CTS | 0.485 | 0.489 | 0.0409 |
| global route | 0.487 | 0.512 | 0.0459 |
| finish | 0.486 | 0.478 | 0.0402 |
## layer usage
metal / up-vias / global-route usage, % / part of all wire (%)
li1: 1253 / - / -
met1: 1167 / 18.29 / 52
met2: 31 / 17.74 / 43
met3: 8 / 2.839 / 3.6
met4: 0 / 1.687 / 1.3
met5: - / 0 / 0
## cell families after synthesis
group | count (synthesis) | synth area share (%)
flops | 62 | 46.00
fa+ha+maj | 4 | 1.553
xor+xnor | 21 | 5.706
buf+inv | 23 | 3.028
compound gates | 69 | 15.92
mux | 8 | 2.601
simple gates | 146 | 25.19
## per-stage QoR
stage / hold slack, ns / worst slack, ns
floorplan: 0.4336 / 2.898
detailed placement: 0.4488 / 2.488
CTS: 0.4636 / 2.730
global route: 0.4733 / 2.653
global placement: 0.4478 / 2.531
finish: 0.4599 / 2.750
## how the worst min path moves through the flow
stage | cells past startpoint | slack [ns] | to | from
6_report | 1 | 0.46 | div.toggle$_DFFE_PN0N_ | div.toggle$_DFFE_PN0N_
4_1_cts | 1 | 0.46 | div.toggle$_DFFE_PN0N_ | div.toggle$_DFFE_PN0N_
5_1_grt | 1 | 0.47 | div.toggle$_DFFE_PN0N_ | div.toggle$_DFFE_PN0N_
Power figures rest on the tool's default switching activity, not on a simulated workload.
