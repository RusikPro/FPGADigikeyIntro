==> config.mk <==
export PLATFORM = sky130hd
export DESIGN_NAME = fsm_moore
export DESIGN_NICKNAME = fsm_moore
export VERILOG_FILES = /design/flow/design.v
export SDC_FILE = /design/flow/constraint.sdc
export NUM_CORES = 4
export LEC_CHECK = 1
export CORE_UTILIZATION = 50
==> constraint.sdc <==
current_design fsm_moore

set clk_period 1.7
set clk_io_pct 0.2

create_clock -name clk0 -period $clk_period [get_ports {clk}]

set non_clock_inputs [all_inputs -no_clocks]
set_input_delay [expr $clk_period * $clk_io_pct] -clock clk0 $non_clock_inputs
set_output_delay [expr $clk_period * $clk_io_pct] -clock clk0 [all_outputs]
==> design.v <==
module button_debounce #(
    parameter integer CLK_HZ        = 12_000_000,  
    parameter integer DEBOUNCE_MS   = 20
) (
    input wire  clk,
    input wire  noisy,
    output reg  clean
);
    localparam integer CTR_MAX = (CLK_HZ / 1000) * DEBOUNCE_MS;
    reg [17:0] counter = 0;
    reg prev = 0;
    always @ (posedge clk) begin
        if (noisy != prev) begin
            prev <= noisy;
            counter <= 0;
        end else if (counter < CTR_MAX) begin
            counter <= counter + 1;
        end else begin
            clean <= prev;
        end
    end
endmodule
module fsm_moore (
    input               clk,
    input               rst_btn,
    input               go_btn,
    output  reg [3:0]   led,
    output  reg         done_sig,
);
    localparam STATE_IDLE       = 2'd0;
    localparam STATE_COUNTING   = 2'd1;
    localparam STATE_DONE       = 2'd2;
    localparam MAX_CLK_COUNT    = 24'd1500000 - 1;
    localparam MAX_LED_COUNT    = 4'hF;
    wire rst;
    wire go;
    reg         div_clk;
    reg [1:0]   state;
    reg [23:0]  clk_count;
    reg         div_clk_prev;
    wire        div_clk_posedge;
    assign rst_raw  = ~rst_btn;
    assign go_raw   = ~go_btn;
    wire debounced_go;
    wire debounced_rst;
    button_debounce #(
        .CLK_HZ(12_000_000),
        .DEBOUNCE_MS(20)
    ) db_go (
        .clk(clk),
        .noisy(go_raw),
        .clean(debounced_go)
    );
    button_debounce #(
        .CLK_HZ(12_000_000),
        .DEBOUNCE_MS(20)
    ) db_rst (
        .clk(clk),
        .noisy(rst_raw),
        .clean(debounced_rst)
    );
    reg last_go = 1'b0;
    reg last_rst = 1'b0;
    wire rst = debounced_rst & ~last_rst;
    wire go = debounced_go & ~last_go;
    always @ (posedge clk) begin
        last_go <= debounced_go;
        last_rst <= debounced_rst;
    end
    always @ (posedge clk or posedge rst) begin
        if (rst == 1'b1) begin
            clk_count <= 24'b0;
        end else if (clk_count == MAX_CLK_COUNT) begin
            clk_count <= 24'b0;
            div_clk <= ~div_clk;
        end else begin
            clk_count <= clk_count + 1;
        end
    end
    always @ (posedge clk or posedge rst) begin
        if (rst == 1'b1) begin
            div_clk_prev <= 1'b0;
        end else begin
            div_clk_prev <= div_clk;
        end
    end
    assign div_clk_posedge = (div_clk == 1'b1) && (div_clk_prev == 1'b0);
    always @ (posedge clk or posedge rst) begin
        if (rst == 1'b1) begin
            state <= STATE_IDLE;
        end else begin
                case (state)
                    STATE_IDLE: begin
                        if (go == 1'b1) begin
                            state <= STATE_COUNTING;
                        end
                    end
                    STATE_COUNTING: begin
                        if (led == MAX_LED_COUNT && div_clk_posedge) begin
                            state <= STATE_DONE;
                        end
                    end
                    STATE_DONE: begin
                        if (div_clk_posedge) begin
                            state <= STATE_IDLE;
                        end
                    end
                    default: state <= STATE_IDLE;
                endcase
        end
    end
    always @ (posedge clk or posedge rst) begin
        if (rst == 1'b1) begin
            led <= 4'd0;
        end else begin
            if (div_clk_posedge) begin
                if (state == STATE_COUNTING) begin
                    led <= led + 1;
                end else begin
                    led <= 4'd0;
                end
            end
        end
    end
    always @ (*) begin
        if (state == STATE_DONE) begin
            done_sig = 1'b1;
        end else begin
            done_sig = 1'b0;
        end
    end
endmodule
==> run.sh <==
#!/bin/bash
# OpenROAD 26Q1-2900-gdf79404cd8, Yosys 0.63+post, stock flow scripts
make -C /OpenROAD-flow-scripts/flow DESIGN_CONFIG=/design/flow/config.mk WORK_HOME=/design/flow/orfs finish
==> run_results.csv <==
group,metric,value,unit
detailed_routing,antenna_left,0,
floorplanning,die_height,84.9,um
floorplanning,starting_utilization_of_the_core_area,0.529,
pwr,cellLeakagePower,1.60,nW
placement,gp_congestion,0.853,
worst_setup_path,worstPathCellList,"a211o_1 -> a211oi_4 -> o2111ai_2 -> or3_1 -> a21oi_1",
global_routing,gr-usage-met3,0.0217,
logic_synthesis,unique_masters_post_synth,42,
detailed_routing,antenna-diode-count,0,
global_routing,globalRoute.totalOverflow,0,
floorplanning,placement_rows,29,
clock_tree,clk_root_buffer_cell,"clkbuf_8",
worst_setup_path,critical_path.startpoint_type,"flip-flop",
logic_synthesis,ff_type,"dfxtp_1",
clock_tree,cts.hold.buffers_added,0,
layout,logic_area,1670,sq um
final_timing,hold_violations,0,
global_routing,grt_max_degree,33,
clock_tree,clk-insertion-delay-late,0.34,ns
clock_tree,cts.sinks,75,
worst_setup_path,critical_path.max_fanout,4,
detailed_routing,detail_route.vias_per_cell,5.25,
final_timing,final-setup-viol-count,0,
logic_synthesis,syn_avg_cell_area,9.41,sq um
clock_tree,cts_tree,"built",
final_timing,min_period,1.67,ns
logic_synthesis,yosys-stat-area,3430,sq um
final_timing,max_slew_margin,0.703,
global_routing,grt_use_total,0.191,
global_routing,grt_pass1_vias,2498,
placement,port-buffer-count,7,
placement,placed_instance_count,473,
floorplanning,placeableCoreArea,6490,sq um
detailed_routing,vias,2578,
worst_setup_path,critical_path.n_buffers_inverters,0,
final_timing,fin_skew,0.0114,ns
worst_setup_path,worst_setup_path_end_kind,"flip-flop",
detailed_routing,detail_route.drc_violations,0,
flow_run,drv.max_cap_violation_count,0,
detailed_routing,drt_pre_antenna_iters,4,
floorplanning,boundaryPins,8,
global_routing,antenna_found_initial,0,
outcome,outcome,"complete, no violations",
layout,ff_latch_area,1720,sq um
logic_synthesis,ys.warnings.count,4,
layout,fill_cells,548,
flow_run,openroad_warnings,27,
clock_tree,clk_path_buf_depth,2,
final_timing,worst_hold_margin,0.379,ns
logic_synthesis,syn_inst,365,
final_timing,timing_max_transition_violations_final,0,
global_routing,global_route.usage.met1,0.320,
detailed_routing,drt_first_iter_violations,101,
logic_synthesis,ys.flops,75,
clock_tree,cts.reportedPaths.clkPinSlew,0.08,ns
floorplanning,overall_die_area,7200,sq um
logic_synthesis,postSynthSeqShare,0.499,
worst_setup_path,timing.setup.critical_path_class,"flip-flop to flip-flop",
detailed_routing,drt_wl_total,5.96,mm
worst_setup_path,critical_path.max_stage_delay,0.34,ns
final_timing,maxClockFrequency,0.599,GHz
final_timing,timing_worst_slew_pin_value,0.445,ns
layout,area_delta_synth_final,18.0,%
pwr,irDropWorstVdd,0.477,mV
worst_setup_path,worst_path_top_cell_family_by_delay,"AND-OR/OR-AND gates",
hold_path,timing.hold.worst.class,"flip-flop to async pin",
layout,mostFrequentLayoutCell,"nor2_1",
worst_setup_path,crit_arrival,1.94,ns
global_routing,wire_length_of_the_first_global_routing_pass,11.0,mm
detailed_routing,detail_route.wl_per_cell,12.1,um
logic_synthesis,postSynth.asyncResetShare,0.427,
clock_tree,tritoncts_buffers,9,
final_timing,grt_setup_unrepaired,"true",
final_timing,finalClockPeriodUsage,0.982,
worst_setup_path,critical_path.slowest_cell,"or3_1",
layout,post_layout_instance_count_excluding_filler_cells,491,
global_routing,grt_use_met2,0.288,
logic_synthesis,synth-edff-count,5,
layout,most-common-layout-cells,"nor2_1, dfxtp_1, buf_4",
global_routing,gr_peak_layer,"met1",
placement,detailedPlacementHpwl,4.13,mm
pwr,pwr_density_cell,796,nW/um^2
clock_tree,cts-htree-levels,3,
logic_synthesis,synth_area,3430,sq um
worst_setup_path,critical_path_required,1.97,ns
floorplanning,die-width,84.9,um
logic_synthesis,synth_stat.cells,365,
layout,drive_gt1_frac,0.159,
[flip-flops by register name, summed over array words and instances (netlist names), 3 cells and up]
| signal | flops |
|---|---|
| db_rst.counter | 18 |
| clk_count | 24 |
| db_go.counter | 18 |
| led | 4 |
| state | 3 |
[per-stage QoR]
step | area (sq um) | utilization | setup WS, ns | power [W] | TNS, ns
finish | 4050 | 0.624 | 0.0298 | 0.00323 | 0
global placement | 3830 | 0.589 | 0.000767 | 0.00208 | 0
floorplan | 3440 | - | -0.0236 | 0.00201 | -0.0276
global route | 4050 | 0.624 | -0.0548 | 0.00338 | -0.114
detailed placement | 3830 | 0.589 | 0.00411 | 0.00208 | 0
CTS | 4020 | 0.619 | 0.000718 | 0.00327 | 0
[synthesized netlist by cell type (all sizes together) (2+ instances only)]
cell     instances  area [sq um]
nand2           26          97.6
nand3           21           105
xor2            32           280
nor2            52           195
nand2b           5          31.3
nand4           12          75.1
nor2b            3          18.8
and3             6          37.5
o21ai           31           155
and2             3          18.8
edfxtp           5           150
nor4             8          50.1
inv             13          48.8
a211o            2          17.5
o21bai           2          15.0
o211ai           4          30.0
clkbuf           7          26.3
and4             6          52.6
buf              2          10.0
xnor2           17           149
mux2i            2          20.0
o2111ai          2          23.8
a22o             2          17.5
a21oi            5          25.0
a211oi           2          32.5
or3              3          18.8
nor3            11          60.1
dfrtp           31           776
dfxtp           38           761
ha               4          50.1
[report_power, final]
part,switching [W],internal (W),total [W],leakage (nW)
Combinational,0.0000921,0.0000856,0.000178,0.750
Sequential,0.0000373,0.00183,0.00187,0.762
Clock,0.000651,0.000530,0.00118,0.0822
Total,0.000780,0.00244,0.00323,1.60
[per-layer routing]
layer	vias to the layer above	routed length (um)
li1	1360	-
met1	1198	3220
met2	14	2580
met3	6	97
met4	0	63
met5	-	0
[cell type report]
cell class / instances / share of cell area
flip-flops and latches: 75 / 0.423
well taps: 77 / 0.0238
repair buffers: 42 / 0.0862
clock buffers: 10 / 0.0315
multi-input cells: 268 / 0.413
clock inverters: 6 / 0.0105
inverters: 13 / 0.0120
[tightest hold or removal path, delay by kind of cell (launching register included)]
kind / cells / cell delay [ns]
buf+inv: 1 / 0.38
flops: 1 / 0.31
simple gates: 1 / 0.13
[cells by family (layout without fill, tap and decap cells)]
logic type / Yosys count / in the layout / synth area share
adders and majority gates: 4 / 4 / 0.0146
AOI/OAI and AO/OA: 53 / 53 / 0.0991
buffers and inverters: 22 / 71 / 0.0248
xor gates and xnor gates: 49 / 49 / 0.125
muxes: 3 / 3 / 0.00911
DFF: 75 / 75 / 0.499
and+or+nand+nor: 159 / 159 / 0.229
[final timing paths]
| check | slack [ns] | to | from | cells after the start |
|---|---|---|---|---|
| worst max-delay path | 0.03 | db_rst.counter[13]$_SDFFE_PP0N_ | db_rst.counter[7]$_SDFFE_PP0N_ | 5 |
| worst min register to register | 0.38 | clk_count[6]$_DFF_PP0_ | last_rst$_DFF_P_ | 2 |
| worst min-delay path | 0.38 | clk_count[6]$_DFF_PP0_ | last_rst$_DFF_P_ | 2 |
| max in group asynchronous | 0.93 | state[0]$_DFF_PP1_ | db_rst.clean$_DFFE_PP_ | 2 |
| worst max register to register | 0.03 | db_rst.counter[13]$_SDFFE_PP0N_ | db_rst.counter[7]$_SDFFE_PP0N_ | 5 |
| min in group clk0 | 0.38 | last_rst$_DFF_P_ | db_rst.clean$_DFFE_PP_ | 0 |
[timing repair]
action | CTS | global route
setup endpoints to repair | 1 | 19
pin swaps | 2 | 4
buffers inserted | 1 | 2
resized | 2 | 8
Power figures rest on the tool's default switching activity, not on a simulated workload.
